==> design.v <==
module rr_arbiter(
    clk,          
    rst,          
    req3, req2, req1, req0,   
    gnt3, gnt2, gnt1, gnt0    
);
input clk;      
input rst;      
input req3;     
input req2;    
input req1;    
input req0;    
output gnt3;    
output gnt2;   
output gnt1;   
output gnt0;   
wire [1:0] gnt;         
wire comreq;          
wire beg;               
wire [1:0] lgnt;        
wire lcomreq;           
reg lgnt0;              
reg lgnt1;             
reg lgnt2;             
reg lgnt3;             
reg mask_enable;        
reg lmask0;             
reg lmask1;             
reg ledge;              
always @(posedge clk) begin
    if (rst) begin
        lgnt0 <= 0;
        lgnt1 <= 0;
        lgnt2 <= 0;
        lgnt3 <= 0;
    end else begin
        lgnt0 <= (~lcomreq & ~lmask1 & ~lmask0 & ~req3 & ~req2 & ~req1 & req0)    
              | (~lcomreq & ~lmask1 & lmask0 & ~req3 & ~req2 & req0)        
              | (~lcomreq & lmask1 & ~lmask0 & ~req3 & req0)                
              | (~lcomreq & lmask1 & lmask0 & req0)                         
              | (lcomreq & lgnt0);                                          
        lgnt1 <= (~lcomreq & ~lmask1 & ~lmask0 & req1)             
              | (~lcomreq & ~lmask1 & lmask0 & ~req3 & ~req2 & req1 & ~req0)
              | (~lcomreq & lmask1 & ~lmask0 & ~req3 & req1 & ~req0)
              | (~lcomreq & lmask1 & lmask0 & req1 & ~req0)
              | (lcomreq & lgnt1);
        lgnt2 <= (~lcomreq & ~lmask1 & ~lmask0 & req2 & ~req1)
              | (~lcomreq & ~lmask1 & lmask0 & req2)
              | (~lcomreq & lmask1 & ~lmask0 & ~req3 & req2 & ~req1 & ~req0)
              | (~lcomreq & lmask1 & lmask0 & req2 & ~req1 & ~req0)
              | (lcomreq & lgnt2);
        lgnt3 <= (~lcomreq & ~lmask1 & ~lmask0 & req3 & ~req2 & ~req1)
              | (~lcomreq & ~lmask1 & lmask0 & req3 & ~req2)
              | (~lcomreq & lmask1 & ~lmask0 & req3)
              | (~lcomreq & lmask1 & lmask0 & req3 & ~req2 & ~req1 & ~req0)
              | (lcomreq & lgnt3);
    end
end
assign beg = (req3 | req2 | req1 | req0) & ~lcomreq;
assign lcomreq = (req3 & lgnt3)
                | (req2 & lgnt2)
                | (req1 & lgnt1)
                | (req0 & lgnt0);
assign lgnt = {(lgnt3 | lgnt2), (lgnt3 | lgnt1)};
always @(posedge clk) begin
    if (rst) begin  
        lmask1 <= 0;
        lmask0 <= 0;
    end else if (mask_enable) begin
        lmask1 <= lgnt[1];
        lmask0 <= lgnt[0];
    end else begin
        lmask1 <= lmask1;
        lmask0 <= lmask0;
    end
end
assign comreq = lcomreq;
assign gnt = lgnt;
assign gnt3 = lgnt3;
assign gnt2 = lgnt2;
assign gnt1 = lgnt1;
assign gnt0 = lgnt0;
endmodule
==> run.sh <==
#!/bin/bash
# OpenROAD 26Q1-2900-gdf79404cd8, Yosys 0.63+post, stock flow scripts
make -C /OpenROAD-flow-scripts/flow DESIGN_CONFIG=/design/flow/config.mk WORK_HOME=/design/flow/orfs finish
==> config.mk <==
export PLATFORM = sky130hd
export DESIGN_NAME = rr_arbiter
export DESIGN_NICKNAME = rr_arbiter
export VERILOG_FILES = /design/flow/design.v
export SDC_FILE = /design/flow/constraint.sdc
export NUM_CORES = 4
export LEC_CHECK = 1
export CORE_AREA = 10 10 70 70
export DIE_AREA = 0 0 80 80
==> constraint.sdc <==
current_design rr_arbiter

set clk_period 2.1
set clk_io_pct 0.2

create_clock -name clk0 -period $clk_period [get_ports {clk}]

set non_clock_inputs [all_inputs -no_clocks]
set_input_delay [expr $clk_period * $clk_io_pct] -clock clk0 $non_clock_inputs
set_output_delay [expr $clk_period * $clk_io_pct] -clock clk0 [all_outputs]
==> results.tsv <==
metric	value	unit
status	completed	
yosysTopAreaCell	dfxtp_1	
fp_util	0.05678	
avgRoutedWirePerCell	8.063	microns
fin_area	364.1	sq um
worst_pin_slew	0.2749	ns
slew_violations	0	
cts_resized	0	
clockBufferDepth	2	
gp_congestion	0.7837	
fin_setup_tns	0	ns
clkSlewWorstSetupHoldPaths	0.04	ns
seq_area_frac_synth	0.4129	
critPathCaptureType	register	
dr_total_vias	204	
pre_cts_ws	0.2610	ns
die_h	80	microns
hp-class	reg -> reg	
cp_slowest_cell	or4_1	
cts_tree	yes	
final_util	0.1066	
cts_hold_buf	0	
finalHoldViolations	0	
grt-ovfl-total	0	
r2r_start	lgnt3	
hold_path_depth	2	
reg2reg_slack	0.84	ns
maxCapViolCount	0	
yosysCellCount	21	
chipArea	6400	sq um
insertedDiodeCount	0	
syn_area_per_cell	9.235	sq um
drtPass1Iterations	1	
first_iter_violations	0	
edf_count	0	
die_w	80	microns
htreeDepth	1	
drc_errors	0	
clock.latency.late_pin	0.23	ns
track_usage	0.02016	
top_cells_by_count	dfxtp_1 (4), a22o_1 (2), mux2i_1 (2), nand2b_1 (2), o21ai_0 (2)	
fin_skew	0.002058	ns
design.core.area	3416	sq um
wl	637	microns
grt_start_max_net_pins	7	
synthToLayoutAreaGrowth	87.74	%
p_per_area	581.0	nW/um^2
yosysWarnings	2	
grt_pass1_vias	210	
cts_made_buffers	3	
placed_cell_area	341.6	sq um
nFillCells	400	
crit_path_max_incr_delay	0.47	ns
yosysTopAreaCellShare	0.4129	
rr_worst_depth	3	
r2r_end	lgnt2	
slew-limit-headroom	0.8161	
cts_setup_buffers	0	
synth-area-yosys	193.9	sq um
antenna_found_initial	0	
cp.required	2.27	ns
finalCritPeriodShare	0.7547	
numSynthFlops	4	
num_io_pins	10	
min_to	lgnt0	
p_leak	0.1251	nW
portBuffers	9	
final_antenna_net_count	0	
placementRows	21	
grt_setup_unrepaired	no	
post-route-min-period	1.585	ns
syn_inst	21	
crit_chain	clkdlybuf4s50_1 -> a22o_1 -> or4_1 -> a21oi_1	
tool_warnings	25	
ys_top_cells_by_area	dfxtp_1 (41%), mux2i_1 (10%), a22o_1 (9.0%)	
path_class	in -> reg	
clock_tree.root_cell	clkbuf_4	
drive_gt1_frac	0.09091	
cp_max_fo	4	
worstPathArrival	1.75	ns
ir_drop	0.00006727	V
synth_cell_types	14	
holdWs	0.4858	ns
grt_pass1_wl	1041	microns
detail_route.vias_per_cell	2.582	
setup_viol	0	
max_freq	631.0	MHz
min-delay-start	lgnt0	
setup_slack	0.5152	ns
ff_type	dfxtp_1	
syn_area	193.9	sq um
top_cell	dfxtp_1	
cts_sinks	4	
async_flop_share	0	
start_kind	input port	
## where the power goes
part / switching (mW) / internal [mW]
clock: 0.0314 / 0.0639
combinational: 0.0117 / 0.0216
sequential: 0.00279 / 0.0802
## cells by family after synthesis
logic type             Yosys count  synth area share
AND/OR/NAND/NOR                  9            0.2967
flip-flops                       4            0.4129
AND-OR/OR-AND                    5            0.1677
buffers and inverters            1           0.01934
multiplexers                     2            0.1032
## metal layers
| layer | vias to the layer above | part of all wire | global-route usage |
|---|---|---|---|
| li1 | 103 | - | - |
| met1 | 97 | 0.30 | 0.01664 |
| met2 | 2 | 0.65 | 0.04173 |
| met3 | 2 | 0.0031 | 0.002273 |
| met4 | 0 | 0.042 | 0.01408 |
| met5 | - | 0 | 0 |
## how the worst max path moves through the flow
stage         from  endpoint  slack, ns  cells past startpoint
CTS           req2     lgnt2       0.51                      4
global route  req2     lgnt2       0.43                      4
finish        req2     lgnt2       0.52                      4
## layout by cell type (no fill, tap or decap)
cell type        synthesis  routed
clkdlybuf4s50_1          0       9
a21oi_1                  1       1
o21ai_0                  2       2
or2b_1                   1       1
nor2_1                   1       1
nand2_1                  1       1
dfxtp_1                  4       4
clkbuf_4                 0       3
nor3_1                   1       1
nand3b_1                 1       1
or4_1                    1       1
mux2i_1                  2       2
or4b_1                   1       1
a22o_1                   2       2
nand2b_1                 2       2
inv_1                    1       1
## critical path: cells and delay by family
kind	cells	cell delay, ns
buffers and inverters	1	0.46
and+or+nand+nor	1	0.47
AOI/OAI and AO/OA	2	0.40
## area by class of cell
type / instances / area [sq um] / share of cell area
repair buffers: 9 / 90.09 / 0.2474
flip-flops and latches: 4 / 80.08 / 0.2199
inverters: 1 / 3.754 / 0.01031
multi-input cells: 16 / 110.1 / 0.3024
well taps: 46 / 57.56 / 0.1581
clock buffers: 3 / 22.52 / 0.06186
## stage by stage
| step | power, mW | instances |
|---|---|---|
| 6_report | 0.2115 | 79 |
| 3_5_place_dp | 0.1180 | 76 |
| 4_1_cts | 0.2200 | 79 |
| 3_3_place_gp | 0.1171 | 76 |
| 2_1_floorplan | 0.09515 | 21 |
| 5_1_grt | 0.2277 | 79 |
No activity file was given, so power comes from the tool's default toggle rates.
